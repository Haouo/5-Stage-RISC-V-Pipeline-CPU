==> ./constraint.sdc <==
current_design ALU

set clk_period 11.3
set clk_io_pct 0.2

create_clock -name clk0 -period $clk_period

set non_clock_inputs [all_inputs -no_clocks]
set_input_delay [expr $clk_period * $clk_io_pct] -clock clk0 $non_clock_inputs
set_output_delay [expr $clk_period * $clk_io_pct] -clock clk0 [all_outputs]
==> ./config.mk <==
export PLATFORM = sky130hd
export DESIGN_NAME = ALU
export DESIGN_NICKNAME = ALU
export VERILOG_FILES = /design/flow/design.v
export SDC_FILE = /design/flow/constraint.sdc
export NUM_CORES = 4
export LEC_CHECK = 1
export CORE_UTILIZATION = 50
==> ./design.v <==
module ALU(
    input [3:0] alu_op,
    input [31:0] operand1,
    input [31:0] operand2,
    output [31:0] alu_out
);
    parameter   ADD = 4'd0,
                SLL = 4'd1,
                SLT = 4'd2,
                SLTU = 4'd3,
                XOR = 4'd4,
                SRL = 4'd5,
                OR = 4'd6,
                AND = 4'd7,
                SUB = 4'd8,
                SRA = 4'd13;
    reg [31:0] temp_result;
    reg temp_BrLT;
    assign alu_out = temp_result;
    always@(*) begin
        case(alu_op)
            ADD: temp_result = operand1 + operand2;
            SLL: temp_result = operand1 << operand2[4:0];
            SLT: temp_result = ($signed(operand1) < $signed(operand2)) ? 32'b1 : 32'b0; 
            SLTU: temp_result = (operand1 < operand2) ? 32'b1 : 32'b0;
            XOR: temp_result = operand1 ^ operand2;
            SRL: temp_result = operand1 >> operand2[4:0];
            OR: temp_result = operand1 | operand2;
            AND: temp_result = operand1 & operand2;
            SUB: temp_result = operand1 - operand2;
            SRA: temp_result = $signed(operand1) >>> operand2[4:0];
            default: temp_result = 32'd0;  
        endcase
    end
endmodule
==> ./run.sh <==
#!/bin/bash
# OpenROAD 26Q1-2900-gdf79404cd8, Yosys 0.63+post, stock flow scripts
make -C /OpenROAD-flow-scripts/flow DESIGN_CONFIG=/design/flow/config.mk WORK_HOME=/design/flow/orfs finish
==> qor.json <==
{
  "status": {"value": "finished, final reports clean"},
  "route.antenna.remaining_nets": {"value": 0},
  "gr-usage-all-layers": {"value": 44.71, "unit": "%"},
  "gate_count_after_technology_mapping": {"value": 1367},
  "layout.core_utilization": {"value": 57.79, "unit": "%"},
  "critPathKind": {"value": "in -> out"},
  "timing.critical_path.to": {"value": "alu_out[0]"},
  "post_cts.repair.setup_buffers": {"value": 0},
  "comb_power_share": {"value": 100.0, "unit": "%"},
  "cts-hold-fix-buffers": {"value": 0},
  "timing.hold.worst.start": {"value": "operand2[3]"},
  "site_row_count": {"value": 47},
  "synth.avg_cell_area": {"value": 6.391, "unit": "µm²"},
  "final-seq-area": {"value": 0, "unit": "µm²"},
  "hpwl_after_detailed_placement": {"value": 31350, "unit": "µm"},
  "area_reported_by_yosys_stat": {"value": 0.008736, "unit": "mm²"},
  "vias": {"value": 11070},
  "min_period": {"value": 8931, "unit": "ps"},
  "synthTopCellsByCount": {"value": "186 x sky130_fd_sc_hd__nor2_1, 176 x sky130_fd_sc_hd__a21oi_1, 114 x sky130_fd_sc_hd__nand2_1, 99 x sky130_fd_sc_hd__inv_1, 97 x sky130_fd_sc_hd__ha_1"},
  "p_sw": {"value": 0.3176, "unit": "mW"},
  "worst_path_dominant_cell_family": {"value": "AND-OR/OR-AND gates"},
  "drv_slew": {"value": 0},
  "ys_warn_count": {"value": 1},
  "wire_length_of_the_first_global_routing_pass": {"value": 59840, "unit": "µm"},
  "ys_seq_share": {"value": 0, "unit": "%"},
  "initial_utilization": {"value": 51.94, "unit": "%"},
  "count_of_routing_violations_after_the_opening_detailed_route_iteration": {"value": 1256},
  "chipHeight": {"value": 134.2, "unit": "µm"},
  "first_global_vias": {"value": 9924},
  "power.sequential.fraction": {"value": 0, "unit": "%"},
  "warnings": {"value": 98},
  "cp_slowest_stage_delay": {"value": 580, "unit": "ps"},
  "placed_cells": {"value": 1609},
  "total_power": {"value": 0.5145, "unit": "mW"},
  "worst_ir_drop_on_vdd": {"value": 0.03663, "unit": "mV"},
  "place_ws": {"value": 2465, "unit": "ps"},
  "n_clock_buffer": {"value": 0},
  "crit_start_category": {"value": "input port"},
  "worst_slew_margin_rel": {"value": 39.73, "unit": "%"},
  "hold_ws": {"value": 5557, "unit": "ps"},
  "area_leaders": {"value": "sky130_fd_sc_hd__ha_1 14%, sky130_fd_sc_hd__a21oi_1 10%, sky130_fd_sc_hd__nor2_1 8.0%"},
  "drt_wl_total": {"value": 39980, "unit": "µm"},
  "global_route.overflow_total": {"value": 0},
  "rsz0062_at_grt": {"value": "false"},
  "worstSetupStartpoint": {"value": "operand2[2]"},
  "min_period_over_period": {"value": 79.04, "unit": "%"},
  "max_clock_freq": {"value": 0.1120, "unit": "GHz"},
  "drive_gt1_share": {"value": 6.407, "unit": "%"},
  "power.leakage": {"value": 4.124, "unit": "nW"},
  "globalplace.congestion": {"value": 1.066},
  "worstPathCellList": {"value": "buf_2, buf_4, inv_1, buf_4, ha_1, o21bai_2, a211oi_2, nor4_1, or4_4, a31o_2, a211oi_4, o41ai_1, a221o_1, nand3_1, clkdlybuf4s50_1"},
  "max_slew.worst_pin.slew": {"value": 894.5, "unit": "ps"},
  "end_kind": {"value": "primary output"},
  "post-route-drc-count": {"value": 0},
  "ff_count": {"value": 0},
  "die-area": {"value": 0.01800, "unit": "mm²"},
  "antenna-diode-count": {"value": 0},
  "cellPowerDensity": {"value": 52.94, "unit": "mW/mm²"},
  "chipWidth": {"value": 134.2, "unit": "µm"},
  "cp_num_cells": {"value": 15},
  "totalNegativeSetupSlack": {"value": 0, "unit": "ps"},
  "worstPathRequired": {"value": 9040, "unit": "ps"},
  "critical_path.max_fanout": {"value": 69},
  "post-route-worst-setup-slack": {"value": 2369, "unit": "ps"},
  "sum_of_buffers_and_inverters_on_the_critical_path": {"value": 5},
  "post_dp_cell_area": {"value": 0.009719, "unit": "mm²"},
  "synth.yosys.num_cells": {"value": 1367},
  "top_cell_area_share": {"value": 13.89, "unit": "%"},
  "antenna_found_initial": {"value": 2},
  "final_cell_area": {"value": 0.009719, "unit": "mm²"},
  "drt_pass1_iterations": {"value": 5},
  "portBuffers": {"value": 100},
  "synth_dominant_cell_count": {"value": "sky130_fd_sc_hd__nor2_1"},
  "synthDominantAreaCellType": {"value": "sky130_fd_sc_hd__ha_1"},
  "worst_path_max_delay_cell": {"value": "sky130_fd_sc_hd__or4_4"},
  "viasPerCell": {"value": 6.879},
  "worstHoldPathType": {"value": "in -> out"},
  "stdcell_count": {"value": 1609},
  "top_level_ports": {"value": 100},
  "internal-power": {"value": 0.1969, "unit": "mW"},
  "timing.final.setup_violations": {"value": 0},
  "cts_repair_resize_count": {"value": 0},
  "wl_per_cell": {"value": 24.85, "unit": "µm"},
  "cpMostUsedCell": {"value": "sky130_fd_sc_hd__buf_4"},
  "synth_cell_types": {"value": 80},
  "pwr-share-clk": {"value": 0, "unit": "%"},
  "cp.arrival": {"value": 6670, "unit": "ps"},
  "flow.area_growth_from_synthesis": {"value": 11.26, "unit": "%"},
  "maxCapViolCount": {"value": 0},
  "syn-cell-area": {"value": 0.008736, "unit": "mm²"},
  "design.core.area": {"value": 0.01682, "unit": "mm²"},
  "switching_share": {"value": 61.73, "unit": "%"},
  "grt_start_max_net_pins": {"value": 70},
  "hold_viol": {"value": 0}
}
==> how the worst min path moves through the flow <==
| stage | end | cells after the start |
|---|---|---|
| 5_1_grt | alu_out[1] | 4 |
| 4_1_cts | alu_out[1] | 4 |
| 6_report | alu_out[1] | 4 |
==> power groups by stage <==
stage | clock network [mW] | registers [mW] | logic [mW]
5_1_grt | 0 | 0 | 0.550
6_report | 0 | 0 | 0.515
4_1_cts | 0 | 0 | 0.497
==> routing by layer <==
layer	global-route usage [%]	share of wire (%)	vias up
met5	0	0.053	-
met4	11.61	3.4	4
met1	64.47	42	5098
met2	64.31	41	792
li1	-	-	5086
met3	14.04	14	88
==> kinds of logic after synthesis <==
family / count (synthesis) / synth area share, %
xor gates and xnor gates: 22 / 2.206
and+or+nand+nor: 416 / 20.94
AOI/OAI and AO/OA: 522 / 38.81
muxes: 102 / 14.09
adders and majority gates: 99 / 14.35
buffers and inverters: 206 / 9.596
==> cells in the final DEF, fill, tap and decap left out, types with 12 or more instances in the layout <==
cell | synthesis | final
sky130_fd_sc_hd__o21bai_1 | 12 | 12
sky130_fd_sc_hd__nor2_1 | 186 | 186
sky130_fd_sc_hd__o221ai_1 | 17 | 17
sky130_fd_sc_hd__inv_1 | 99 | 99
sky130_fd_sc_hd__a31oi_1 | 18 | 18
sky130_fd_sc_hd__clkdlybuf4s50_1 | 0 | 93
sky130_fd_sc_hd__buf_4 | 9 | 27
sky130_fd_sc_hd__a211oi_1 | 52 | 52
sky130_fd_sc_hd__nand3_1 | 21 | 21
sky130_fd_sc_hd__nor3_1 | 31 | 31
sky130_fd_sc_hd__xnor2_1 | 19 | 19
sky130_fd_sc_hd__or3_1 | 12 | 12
sky130_fd_sc_hd__a21o_1 | 21 | 21
sky130_fd_sc_hd__o21ai_0 | 88 | 88
sky130_fd_sc_hd__o22ai_1 | 17 | 17
sky130_fd_sc_hd__mux2_2 | 28 | 28
sky130_fd_sc_hd__mux4_2 | 14 | 14
sky130_fd_sc_hd__ha_1 | 97 | 97
sky130_fd_sc_hd__o211ai_1 | 19 | 19
sky130_fd_sc_hd__nand2_1 | 114 | 114
sky130_fd_sc_hd__mux2i_1 | 60 | 60
sky130_fd_sc_hd__a21oi_1 | 176 | 176
==> worst min-delay path, delay by kind of cell <==
family / cells / cell delay [ps]
buf+inv: 2 / 710
compound gates: 2 / 330
==> area by class of cell <==
cell class | instances | area [µm²]
multi-input cells | 1161 | 7898
fillers | 1632 | 7099
repair buffers | 126 | 1164
inverters | 102 | 382.9
well taps | 220 | 275.3
Power figures rest on the tool's default switching activity, not on a simulated workload.
