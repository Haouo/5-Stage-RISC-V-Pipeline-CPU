<file path="flow/design.v">
module Controller(
    input clk,
    input rst,
    input [4:0] op,
    input [2:0] func3,
    input func7,
    input [4:0] rs1_index,
    input [4:0] rs2_index,
    input [4:0] rd_index,
    input EXE_BrEq,
    input EXE_BrLT,
    output [3:0] IF_im_w_en,
    output [3:0] EXE_alu_op,
    output EXE_alu_op1_sel,
    output EXE_alu_op2_sel,
    output EXE_BrUn,
    output EXE_isLui,  
    output [3:0] MEM_dm_w_en,
    output WB_w_en,
    output reg [4:0] WB_rd_index,
    output reg [2:0] WB_func3,
    output [1:0] WB_wb_data_sel,
    output jb,
    output ID_rs1_data_sel,
    output ID_rs2_data_sel,
    output [1:0] EXE_rs1_data_sel,
    output [1:0] EXE_rs2_data_sel,
    output stall
);
    parameter   ADD = 4'd0,
                SLL = 4'd1,
                SLT = 4'd2,
                SLTU = 4'd3,
                XOR = 4'd4,
                SRL = 4'd5,
                OR = 4'd6,
                AND = 4'd7,
                SUB = 4'd8,
                SRA = 4'd13;
    parameter   LOAD = 5'b00000,
                STORE = 5'b01000,
                BRANCH = 5'b11000,
                JALR = 5'b11001,
                JAL = 5'b11011,
                OP_IMM = 5'b00100,
                OP = 5'b01100,
                AUIPC = 5'b00101,
                LUI = 5'b01101;
    parameter   EQ = 3'b000,
                NE = 3'b001,
                LT = 3'b100,
                GE = 3'b101,
                LTU = 3'b110,
                GEU = 3'b111;
    reg [4:0] EXE_op, EXE_rs1_index, EXE_rs2_index, EXE_rd_index, MEM_op, MEM_rd_index, WB_op;
    reg [2:0] EXE_func3, MEM_func3;
    reg EXE_func7;
    always @(posedge clk) begin
        if(rst == 1'b1) begin
            EXE_op <= 5'd0;
            EXE_rs1_index <= 5'd0;
            EXE_rs2_index <= 5'd0;
            EXE_rd_index <= 5'd0;
            MEM_op <= 5'd0;
            MEM_rd_index <= 5'd0;
            WB_rd_index <= 5'd0;
            WB_op <= 5'd0;
            EXE_func3 <= 3'd0;
            MEM_func3 <= 3'd0;
            WB_func3 <= 3'd0;
            EXE_func7 <= 1'd0;
        end 
        else begin
            EXE_op <= (jb || stall) ? 5'b00100 : op;
            EXE_func3 <= (jb || stall) ? 3'b000 : func3;
            EXE_func7 <= func7;
            EXE_rs1_index <= (jb || stall) ? 5'd0 : rs1_index;
            EXE_rs2_index <= rs2_index;
            EXE_rd_index <= (jb || stall) ? 5'd0 : rd_index;
            MEM_op <= EXE_op;
            MEM_func3 <= EXE_func3;
            MEM_rd_index <= EXE_rd_index;
            WB_op <= MEM_op;
            WB_func3 <= MEM_func3;
            WB_rd_index <= MEM_rd_index;
        end
    end
    wire is_ID_use_rs1, is_ID_use_rs2, is_EXE_use_rs1, is_EXE_use_rs2, is_MEM_use_rd, is_WB_use_rd;
    wire is_ID_rs1_WB_rd_overlap, is_ID_rs2_WB_rd_overlap, is_EXE_rs1_WB_rd_overlap, is_EXE_rs2_WB_rd_overlap, is_EXE_rs1_MEM_rd_overlap, is_EXE_rs2_MEM_rd_overlap;
    assign is_ID_rs1_WB_rd_overlap = is_ID_use_rs1 & is_WB_use_rd & (rs1_index == WB_rd_index) & (WB_rd_index != 5'd0);
    assign is_ID_rs2_WB_rd_overlap = is_ID_use_rs2 & is_WB_use_rd & (rs2_index == WB_rd_index) & (WB_rd_index != 5'd0);
    assign is_EXE_rs1_WB_rd_overlap = is_EXE_use_rs1 & is_WB_use_rd & (EXE_rs1_index == WB_rd_index) & (WB_rd_index != 5'd0);
    assign is_EXE_rs2_WB_rd_overlap = is_EXE_use_rs2 & is_WB_use_rd & (EXE_rs2_index == WB_rd_index) & (WB_rd_index != 5'd0);
    assign is_EXE_rs1_MEM_rd_overlap = is_EXE_use_rs1 & is_MEM_use_rd & (EXE_rs1_index == MEM_rd_index) & (MEM_rd_index != 5'd0);
    assign is_EXE_rs2_MEM_rd_overlap = is_EXE_use_rs2 & is_MEM_use_rd & (EXE_rs2_index == MEM_rd_index) & (MEM_rd_index != 5'd0);
    reg temp_is_ID_use_rs1;
    assign is_ID_use_rs1 = temp_is_ID_use_rs1;
    assign is_ID_use_rs2 = (op == OP || op == STORE || op == BRANCH) ? 1'b1 : 1'b0;
    always@(*) begin
        if(op == JAL || op == LUI || op ==  AUIPC) begin
            temp_is_ID_use_rs1 = 1'b0;
        end
        else begin
            temp_is_ID_use_rs1 = (rs1_index == 5'd0) ? 1'b0 : 1'b1;
        end
    end
    reg temp_is_EXE_use_rs1;
    assign is_EXE_use_rs1 = temp_is_EXE_use_rs1;
    assign is_EXE_use_rs2 = (EXE_op == OP || EXE_op == STORE || EXE_op == BRANCH) ? 1'b1 : 1'b0;
    always@(*) begin
        if(EXE_op == JAL || EXE_op == LUI || EXE_op == AUIPC) begin
            temp_is_EXE_use_rs1 = 1'b0;
        end
        else begin
            temp_is_EXE_use_rs1 = (EXE_rs1_index == 1'b0) ? 1'b0 : 1'b1;
        end
    end
    reg temp_is_MEM_use_rd;
    assign is_MEM_use_rd = temp_is_MEM_use_rd;
    always @(*) begin
        if(MEM_op == STORE || MEM_op == BRANCH) begin
            temp_is_MEM_use_rd = 1'b0;
        end
        else begin
            temp_is_MEM_use_rd = (MEM_rd_index == 5'd0) ? 1'b0 : 1'b1;
        end
    end
    reg temp_is_WB_use_rd;
    assign is_WB_use_rd = temp_is_WB_use_rd;
    always@(*) begin
        if(WB_op == STORE || WB_op == BRANCH) begin
            temp_is_WB_use_rd = 1'b0;
        end
        else begin
            temp_is_WB_use_rd = (WB_rd_index == 5'd0) ? 1'b0 : 1'b1;
        end
    end
    assign ID_rs1_data_sel = is_ID_rs1_WB_rd_overlap ? 1'b1 : 1'b0;  
    assign ID_rs2_data_sel = is_ID_rs2_WB_rd_overlap ? 1'b1 : 1'b0;
    assign EXE_rs1_data_sel = is_EXE_rs1_MEM_rd_overlap ? 2'd1 : is_EXE_rs1_WB_rd_overlap ? 2'd0 : 2'd2;  
    assign EXE_rs2_data_sel = is_EXE_rs2_MEM_rd_overlap ? 2'd1 : is_EXE_rs2_WB_rd_overlap ? 2'd0 : 2'd2;
    wire is_ID_rs1_EXE_rd_overlap, is_ID_rs2_EXE_rd_overlap;
    assign is_ID_rs1_EXE_rd_overlap = is_ID_use_rs1 & (rs1_index == EXE_rd_index) & (EXE_rd_index != 5'd0);
    assign is_ID_rs2_EXE_rd_overlap = is_ID_use_rs2 & (rs2_index == EXE_rd_index) & (EXE_rd_index != 5'd0);
    assign stall = (EXE_op == LOAD) & (is_ID_rs1_EXE_rd_overlap | is_ID_rs2_EXE_rd_overlap);
    assign IF_im_w_en = 4'd0;  
    reg [3:0] temp_alu_op;
    assign EXE_alu_op = temp_alu_op;
    always @(*) begin
        if(EXE_op == OP) begin
            if(EXE_func7 == 1'b0) begin
                case(EXE_func3)
                    3'b000: temp_alu_op = ADD;
                    3'b001: temp_alu_op = SLL;
                    3'b010: temp_alu_op = SLT;
                    3'b011: temp_alu_op = SLTU;
                    3'b100: temp_alu_op = XOR;
                    3'b101: temp_alu_op = SRL;
                    3'b110: temp_alu_op = OR;
                    3'b111: temp_alu_op = AND;
                    default: temp_alu_op = ADD;
                endcase
            end
            else begin
                temp_alu_op = (EXE_func3 == 3'b000) ? SUB : SRA;
            end
        end
        else if(EXE_op == OP_IMM) begin
            case(EXE_func3)
                3'b000: temp_alu_op = ADD;
                3'b001: temp_alu_op = SLL;
                3'b010: temp_alu_op = SLT;
                3'b011: temp_alu_op = SLTU;
                3'b100: temp_alu_op = XOR;
                3'b101: begin
                    if(EXE_func7 == 1'b0)
                        temp_alu_op = SRL;
                    else
                        temp_alu_op = SRA;
                end
                3'b110: temp_alu_op = OR;
                3'b111: temp_alu_op = AND;
                default: temp_alu_op = ADD;
            endcase
        end
        else begin
            temp_alu_op = ADD;
        end
    end
    assign EXE_alu_op1_sel = (EXE_op == JAL || EXE_op == BRANCH || EXE_op == AUIPC) ? 1'b1 : 1'b0;
    assign EXE_alu_op2_sel = (EXE_op == OP) ? 1'b0 : 1'b1;  
    assign EXE_BrUn = (EXE_func3 == LTU || EXE_func3 == GEU) ? 1'b1 : 1'b0;
    assign EXE_isLui = (EXE_op == LUI) ? 1'b1 : 1'b0;
    reg branch_is_taken;
    always @(*) begin
        if(EXE_op == BRANCH) begin
            case(EXE_func3)
                EQ: branch_is_taken = EXE_BrEq;
                NE: branch_is_taken = ~EXE_BrEq;
                LT: branch_is_taken = EXE_BrLT;
                GE: branch_is_taken = ~EXE_BrLT;
                LTU: branch_is_taken = EXE_BrLT;
                GEU: branch_is_taken = ~EXE_BrLT;
                default: branch_is_taken = 1'b0;
            endcase
        end 
        else begin
            branch_is_taken = 1'b0;
        end
    end
    assign jb = ((EXE_op == BRANCH && branch_is_taken) || EXE_op == JAL || EXE_op == JALR) ? 1'b1 : 1'b0;
    reg [3:0] temp_dm_w_en;
    assign MEM_dm_w_en = temp_dm_w_en;
    always @(*) begin
        if(MEM_op == STORE) begin
            case(MEM_func3)
                3'b000: temp_dm_w_en = 4'b0001;
                3'b001: temp_dm_w_en = 4'b0011;
                3'b010: temp_dm_w_en = 4'b1111;
                default: temp_dm_w_en = 4'd0;
            endcase
        end
        else begin
            temp_dm_w_en = 4'd0;
        end
    end
    assign WB_w_en = (WB_op == STORE || WB_op == BRANCH) ? 1'b0 : 1'b1;
    reg [1:0] temp_wb_data_sel;
    assign WB_wb_data_sel = temp_wb_data_sel;
    always @(*) begin
        if(WB_op == JAL || WB_op == JALR) begin
            temp_wb_data_sel = 2'd2;  
        end
        else if(WB_op == LOAD) begin
            temp_wb_data_sel = 2'd1;  
        end
        else begin
            temp_wb_data_sel = 1'd0;  
        end
    end
endmodule
</file>
<file path="flow/run.sh">
#!/bin/bash
# OpenROAD 26Q1-2900-gdf79404cd8, Yosys 0.63+post, stock flow scripts
make -C /OpenROAD-flow-scripts/flow DESIGN_CONFIG=/design/flow/config.mk WORK_HOME=/design/flow/orfs finish
</file>
<file path="flow/config.mk">
export PLATFORM = sky130hd
export DESIGN_NAME = Controller
export DESIGN_NICKNAME = Controller
export VERILOG_FILES = /design/flow/design.v
export SDC_FILE = /design/flow/constraint.sdc
export NUM_CORES = 4
export LEC_CHECK = 1
export CORE_UTILIZATION = 30
</file>
<file path="flow/constraint.sdc">
current_design Controller

set clk_period 2.8
set clk_io_pct 0.2

create_clock -name clk0 -period $clk_period [get_ports {clk}]

set non_clock_inputs [all_inputs -no_clocks]
set_input_delay [expr $clk_period * $clk_io_pct] -clock clk0 $non_clock_inputs
set_output_delay [expr $clk_period * $clk_io_pct] -clock clk0 [all_outputs]
</file>
==> impl_metrics.json <==
{
  "status": "completed",
  "hold_path_class": "reg2reg",
  "gp_congestion": 0.844,
  "synth.top_cells.by_count": "50 x dfxtp_1, 33 x nor2b_1, 24 x xor2_1",
  "ys_cells": 244,
  "fin_skew_ns": 0.00452,
  "dpl_cell_area_sq_mm": 0.00306,
  "cts_inserted_buffers": 5,
  "cp_slowest_stage_delay_ns": 0.52,
  "ys_ff": 50,
  "clock.fmax_mhz": 363,
  "finalInstanceArea_sq_mm": 0.00326,
  "htreeDepth": 2,
  "ys_sh_xor_pct": 16.4,
  "fp_util_pct": 31.4,
  "die_h_um": 89.6,
  "root_buffer": "clkbuf_8",
  "clkSinkCount": 50,
  "topCombFamilyByArea": "simple AND/OR/NAND/NOR gates",
  "postCtsHoldBufs": 0,
  "period_needed_ns": 2.76,
  "die_x_um": 89.6,
  "final_cells": 417,
  "grt_pass1_wl_um": 8300,
  "layout-drive-gt1-share_pct": 21.7,
  "warnings": 26,
  "slowest_stage": "or4_1",
  "cp.arrival_ns": 2.20,
  "period_used_pct": 98.5,
  "drtAntennaViolNets": 0,
  "drtIter0Drc": 77,
  "r2r_end": "EXE_rs1_index[1]",
  "rr_worst_depth": 7,
  "yosys.cell_types.count": 35,
  "power.density_mw_per_mm2": 462,
  "edf_count": 0,
  "hold_viol_final": 0,
  "yosys_area_sq_mm": 0.00230,
  "synth_top_flop_cell": "dfxtp_1",
  "ir_drop_mv": 0.269,
  "post-synth-top-count-cell": "dfxtp_1",
  "routed_via_density": 4.31,
  "cp-start-kind": "flip-flop",
  "max-cap-violations": 0,
  "tritoncts": "done",
  "leakagePower_nw": 1.37,
  "adder_share_pct": 0,
  "grt_pass1_vias": 1656,
  "rsz0062_at_grt": "true",
  "rows": 31,
  "antenna_found_initial": 0,
  "synthCells": 244,
  "fin_util_pct": 44.5,
  "setup_viol": 0,
  "synth_area_sq_mm": 0.00230,
  "wirelength_um": 5140,
  "clk_transition_reported_paths_ns": 0.09,
  "grt_max_degree": 34,
  "fin_ws_ns": 0.0422,
  "track_usage_pct": 13.9,
  "dp_hpwl_um": 3910,
  "wire_per_inst_um": 12.3,
  "dr_total_vias": 1798,
  "cp_top_family": "simple AND/OR/NAND/NOR gates",
  "synth.top_cell.area_share_pct": 43.5,
  "cp_num_buf_inv": 1,
  "synthAoiAreaFrac_pct": 7.01,
  "syn_to_final_growth_pct": 41.7,
  "min_from": "MEM_func3[2]",
  "synth_warnings": 1,
  "end_kind": "primary output",
  "synth_area_per_cell_sq_um": 9.43,
  "relSlewSlack_pct": 61.6,
  "pin_count": 63,
  "io_buffer_count": 58,
  "nFillCells": 696,
  "synthSimpleGateAreaFrac_pct": 28.2,
  "hold_depth": 1,
  "topCellsByArea": "dfxtp_1 44%, xor2_1 9.1%, nor2b_1 9.0%, xnor2_1 7.2%, and2_2 5.5%",
  "yosys.area.top_type": "dfxtp_1",
  "crit_chain": "or4_1 > o21ai_2 > nor4_2 > nand3_1 > o41ai_1 > nand2_1 > clkdlybuf4s50_1",
  "place_ws_ns": -0.336,
  "worst_slew_pin_slew_ns": 0.574,
  "clock_latency_ns": 0.30,
  "dp_cells": 405,
  "seq_area_frac_synth_pct": 43.5,
  "synthArstFlopShare_pct": 0,
  "crit_required_ns": 2.24,
  "grt-ovfl-total": 0,
  "antenna_cells": 0,
  "mux_share_pct": 0,
  "holdPathEnd": "WB_func3[2]",
  "rr_startpoint": "EXE_func3[0]",
  "dieArea_sq_mm": 0.00802,
  "path_class": "reg2out",
  "coreArea_sq_mm": 0.00733,
  "crit_fanout": 3,
  "first_pass_iters": 4,
  "maxSlewViolCount": 0,
  "drcViolationCount": 0,
  "reg2reg_slack_ns": 0.83,
  "clk_path_buf_depth": 2
}
## metrics by stage
step / total power (W) / setup TNS (ns) / hold WS, ns
2_1_floorplan: 0.000903 / 0 / 0.429
3_3_place_gp: 0.00101 / -0.883 / 0.447
3_5_place_dp: 0.00101 / -0.819 / 0.446
6_report: 0.00151 / 0 / 0.465
5_1_grt: 0.00158 / -0.0415 / 0.478
4_1_cts: 0.00152 / 0 / 0.466
## flip-flops by register name, indices dropped and copies added, names as in the netlist
| name | count |
|---|---|
| EXE_op | 5 |
| EXE_rd_index | 5 |
| EXE_rs1_index | 5 |
| EXE_rs2_index | 5 |
| MEM_op | 5 |
| MEM_rd_index | 5 |
| WB_op | 5 |
| WB_rd_index | 5 |
| EXE_func3 | 3 |
| MEM_func3 | 3 |
| WB_func3 | 3 |
| EXE_func7 | 1 |
## report_power, final
group | internal (W) | leakage [nW] | switching [W]
Combinational | 0.000135 | 0.905 | 0.0000910
Clock | 0.000266 | 0.0504 | 0.000236
Sequential | 0.000744 | 0.414 | 0.0000340
## per-layer routing
metal / global-route usage [%] / wire (um) / vias up
met4: 1.30 / 28 / 0
met2: 21.8 / 2360 / 44
li1: - / - / 940
met1: 21.6 / 2520 / 812
met3: 2.04 / 235 / 2
met5: 0 / 0 / -
## cell type report
type | instances | area [sq um] | share of cell area (%)
Timing Repair Buffer | 81 | 741 | 22.7
Sequential cell | 50 | 1010 | 30.9
Clock buffer | 5 | 68.8 | 2.11
Clock inverter | 3 | 45.0 | 1.38
Inverter | 2 | 7.51 | 0.230
Tap cell | 99 | 124 | 3.80
Multi-Input combinational cell | 177 | 1260 | 38.8
## how the worst max path moves through the flow
| stage | slack, ns | endpoint | startpoint | cells past startpoint |
|---|---|---|---|---|
| CTS | 0.005 | stall | rs1_index[0] | 7 |
| global route | -0.02 | EXE_rs2_data_sel[0] | EXE_op[0] | 6 |
| finish | 0.04 | EXE_rs1_data_sel[1] | MEM_rd_index[3] | 7 |
## cell usage in the layout (no fill, tap or decap), drive strengths merged, types with 5 or more instances in the layout
cell           instances
o21ai                  7
or4                    5
buf                   23
nand2                  8
xnor2                 19
nor2b                 33
dfxtp                 50
clkdlybuf4s50         41
clkbuf                 7
xor2                  24
nor2                  15
nor4                   5
and2                  21
dlygate4sd2           10
## logic make-up (layout without fill, tap and decap cells)
group | after synthesis | after routing
simple gates | 108 | 108
xor+xnor | 43 | 43
flops | 50 | 50
compound gates | 22 | 22
buf+inv | 20 | 91
other cells | 1 | 4
## repair_timing
item | in CTS | in global routing
resized | 26 | 16
hold endpoints to repair | 0 | 0
pin swaps | 7 | 8
setup buffers | 1 | 3
endpoints found under the setup margin | 9 | 7
Power and IR drop assume default switching activity.
