File: ./design.v
module Reg_E(
    input clk,
    input rst,
    input stall,
    input jb,
    input [31:0] in_pc,
    input [31:0] in_rs1_data,
    input [31:0] in_rs2_data,
    input [31:0] in_sext_imme,
    output reg [31:0] out_pc,
    output reg [31:0] out_rs1_data,
    output reg [31:0] out_rs2_data,
    output reg [31:0] out_sext_imme
);
    always @(posedge clk) begin
        if(rst == 1'b1 || stall == 1'b1 || jb == 1'b1) begin
            out_pc <= 32'd0;
            out_rs1_data <= 32'd0;
            out_rs2_data <= 32'd0;
            out_sext_imme <= 32'd0;
        end
        else begin
            out_pc <= in_pc;
            out_rs1_data <= in_rs1_data;
            out_rs2_data <= in_rs2_data;
            out_sext_imme <= in_sext_imme;
        end
    end
endmodule
File: ./run.sh
#!/bin/bash
# OpenROAD 26Q1-2900-gdf79404cd8, Yosys 0.63+post, stock flow scripts
make -C /OpenROAD-flow-scripts/flow DESIGN_CONFIG=/design/flow/config.mk WORK_HOME=/design/flow/orfs finish
File: ./config.mk
export PLATFORM = sky130hd
export DESIGN_NAME = Reg_E
export DESIGN_NICKNAME = Reg_E
export VERILOG_FILES = /design/flow/design.v
export SDC_FILE = /design/flow/constraint.sdc
export NUM_CORES = 4
export LEC_CHECK = 1
export CORE_AREA = 10 10 177 177
export DIE_AREA = 0 0 187 187
File: ./constraint.sdc
current_design Reg_E

set clk_period 1.0
set clk_io_pct 0.2

create_clock -name clk0 -period $clk_period [get_ports {clk}]

set non_clock_inputs [all_inputs -no_clocks]
set_input_delay [expr $clk_period * $clk_io_pct] -clock clk0 $non_clock_inputs
set_output_delay [expr $clk_period * $clk_io_pct] -clock clk0 [all_outputs]
==> reports/results.ini <==
[route]
viasPerCell=3.595
drt_pass1_iterations=3
route.detailed.wl_per_inst_um=16.39
vias=3404
route.final.wire_length_um=15530
drt_first_iter_violations=74
antenna-diode-count=0
drc=0
drt.antenna.violating_nets=0

[floorplan]
core-area_um2=27630
dieHeight_um=187
fp_density_pct=17.91
rows=61
dieArea_um2=34970
dieWidth_um=187
design.portCount=260

[outcome]
status=finished, violations left
violations_in_the_final_reports=negative setup slack

[flow_run]
drv_cap=0
tool_warnings=27

[critical_path]
worstSetupEndpointType=output pin
number_of_buffer_and_inverter_stages_on_the_critical_path=1
critPathSlowestCell=sky130_fd_sc_hd__dfxtp_2
worstSetupStartpoint=out_pc[23]
max_stage_delay_ps=320
worstSetupStartpointType=flop
critical_path.top_delay_family=flip-flops
timing.critical_path.required_ps=800
cp_cell_sequence=buf_2
path_max_fanout=1
worst-setup-path-type=flop to output pin
cp.arrival_ps=830

[pwr]
power_frac_comb_pct=11.2
power_density_nw_per_um2=1598
p_clk_share_pct=46.7
power.leakage_nw=2.998
p_total_mw=12.51
swShare_pct=23.00
sw_power_mw=2.877
internal-power_mw=9.631
seq_power_share_pct=42.1
ir_drop_mv=0.7991

[logic_synthesis]
post_synth_instance_area_um2=4947
yosys.stat.seqShare_pct=51.80
yosysCellCount=298
yosysChipArea_um2=4947
yosys_warnings=1
ys_seq_elements=128
ys_top_cells_by_area=sky130_fd_sc_hd__dfxtp_1 52%, sky130_fd_sc_hd__nor4b_2 34%, sky130_fd_sc_hd__buf_6 8.2%, sky130_fd_sc_hd__nor4b_4 3.8%, sky130_fd_sc_hd__nor4b_1 1.4%
synthesis.area_per_instance_um2=16.60
netlist-cell-type-count=7
synthesis.instances=298
yosysTopAreaCell=sky130_fd_sc_hd__dfxtp_1
yosys.area.top_type_share_pct=51.80

[global_route]
grt_pass1_wl_um=23910
first_global_vias=3717
pin_count_of_the_biggest_net_entering_global_routing=39
gr-usage-all-layers_pct=8.750
initial_antenna_violation_count=0
grt_overflow=0

[cts]
cts.path.max_buffers=2
clk_root_buffer_cell=sky130_fd_sc_hd__clkbuf_16
clk_pin_slew_ps=60
cts_tree=done
clock_sinks=128
ctsHtreeMaxLevel=4
numCtsBuffers=17

[finish]
area_delta_synth_final_pct=58.19
final_non_filler_cell_area_um2=7826
layout.cells.non_filler=947
drive_above_1_share_pct=56.77
nFillCells=2878

[placed_design]
gp_routability_congestion=0.7682
place_area_um2=7864
dpl.cell_count=915
detailed_place_hpwl_um=11370
placement.io_buffers=259

[timing]
finalHoldViolations=0
tns_ps=-602.8
slew-limit-headroom_pct=68.99
timing.fmax_ghz=0.9696
tightest_slew_ps=464.0
final_report_setup_violation_count=73
timing.final.max_slew_violations=0
timing.final.crit_share_pct=103.1
grt_setup_unrepaired=true
postLayoutSetupSlackWorst_ps=-31.36
timing.final.crit_period_ps=1031

[worst_hold_path]
min_from=jb
min-delay-path-class=input port to flop

[metrics by stage]
| stage | setup slack, ps | hold slack [ps] | utilization (%) |
|---|---|---|---|
| floorplan | 173.8 | 360.4 | - |
| global placement | -245.0 | 550.2 | 28.46 |
| detailed placement | -250.9 | 553.6 | 28.46 |
| CTS | -75.15 | 98.20 | 28.18 |
| global route | -86.75 | 102.1 | 28.33 |
| finish | -31.36 | 117.6 | 28.33 |
[power by group through the flow]
stage,clock network [mW],logic (mW),registers [mW]
CTS,6.10,1.43,5.27
global route,6.34,1.51,5.28
finish,5.83,1.40,5.27
[final cells by class]
type                       instances  area (um^2)  area share, %
clock inverter                    10        87.58          1.119
tap                              378        473.0          6.043
multi-input combinational        128         1942          24.81
clock buffer                      22        464.2          5.931
sequential                       128         2589          33.08
timing repair buffer             281         2271          29.02
[cell families (layout without fill, tap and decap cells)]
family	Yosys count	in the layout	synth area share [%]
buffers and inverters	42	313	8.953
flip-flops	128	128	51.80
AND/OR/NAND/NOR	128	128	39.25
[worst paths after layout]
kind	endpoint	slack, ps	depth (start not counted)
min	out_pc[23]	120	2
max	out_pc[23]	-30	1
[placed cells by master (no fill, tap or decap)]
| master | instances |
|---|---|
| sky130_fd_sc_hd__clkbuf_1 | 3 |
| sky130_fd_sc_hd__bufinv_16 | 1 |
| sky130_fd_sc_hd__dfxtp_2 | 21 |
| sky130_fd_sc_hd__buf_6 | 7 |
| sky130_fd_sc_hd__clkdlybuf4s50_1 | 128 |
| sky130_fd_sc_hd__buf_2 | 124 |
| sky130_fd_sc_hd__clkinv_2 | 4 |
| sky130_fd_sc_hd__clkbuf_8 | 2 |
| sky130_fd_sc_hd__buf_4 | 12 |
| sky130_fd_sc_hd__dfxtp_1 | 107 |
| sky130_fd_sc_hd__nor4b_2 | 112 |
| sky130_fd_sc_hd__buf_12 | 10 |
| sky130_fd_sc_hd__clkinvlp_4 | 5 |
| sky130_fd_sc_hd__clkbuf_16 | 17 |
| sky130_fd_sc_hd__nor4b_4 | 8 |
| sky130_fd_sc_hd__nor4b_1 | 8 |
[synth_stat cells, drive strengths merged]
cell type	instances
nor4b	128
buf	42
dfxtp	128
[flip-flops by register name (all words and copies together), names as in the netlist]
signal / flops
out_pc: 32
out_rs2_data: 32
out_rs1_data: 32
out_sext_imme: 32
[routing by layer]
metal  vias to the layer above  track usage, %  routed length [um]
li1                       1640               -                   -
met1                      1591           11.20                6627
met2                       161           13.22                6970
met3                        12           4.602                1686
met4                         0           1.241                 242
met5                         -               0                   0
[what timing repair did]
item | CTS | global route
endpoints found under the setup margin | 128 | 128
resized | 426 | 17
hold buffers | 0 | 0
setup buffers | 0 | 0
